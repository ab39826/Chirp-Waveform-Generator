$ cat run.sh
#!/bin/bash
# OpenROAD 26Q1-2900-gdf79404cd8, Yosys 0.63+post, stock flow scripts
make -C /OpenROAD-flow-scripts/flow DESIGN_CONFIG=/design/flow/config.mk WORK_HOME=/design/flow/orfs finish
$ cat design.v
module Chirp #(N = 32)(
  input clk,
  input rst,
  input [7:0] delay,           
  input reverse,               
  input [N-1:0] min_ctrl,      
  input [N-1:0] max_ctrl,      
  input [N-1:0] inc_rate,      
  input [N-1:0] div_rate,      
  output reg nco_reset,        
  output reg [N-1:0] nco_ctrl  
);
wire [N-1:0] stt_ctrl;
wire [N-1:0] end_ctrl;
wire end_flag;
assign stt_ctrl = reverse ? max_ctrl : min_ctrl;
assign end_ctrl = reverse ? min_ctrl : max_ctrl;
assign end_flag = reverse ? (nco_ctrl <= end_ctrl) : (nco_ctrl >= end_ctrl);
reg [N-1:0] rate_count;
reg [7:0] delay_count;
always @(posedge clk) begin
  if (rst) begin
    rate_count <= {N{1'b0}};
    delay_count <= 4'b0;
    nco_reset <= 1'b1;
    nco_ctrl <= {N{1'b0}};
  end else begin
    if (end_flag) begin
      nco_ctrl <= stt_ctrl;
      rate_count <= rate_count + 1'b1;
    end else if (rate_count >= div_rate) begin
      nco_ctrl <= reverse ? nco_ctrl - inc_rate : nco_ctrl + inc_rate;
      rate_count <= {N{1'b0}};
    end else
      rate_count <= rate_count + 1'b1;
    if (end_flag) begin
      if (delay_count >= delay)
        delay_count <= 8'b0;
      else
        delay_count <= delay_count + 1'b1;
    end
    nco_reset <= |delay_count;
  end
end
endmodule
module NCO #(N = 32)(
  input clk,                  
  input rst,                  
  input [N-1:0] ctrl,         
  output reg [15:0] sin_out,  
);
reg [N-1:0] phase;
always @(posedge clk) begin
  if (rst)
    phase <= {N{1'b0}};
  else
    phase <= phase + ctrl;
end
reg [5:0] sin_lut_sel;
reg [15:0] sin_lut_val;
always @(*) begin
  sin_lut_sel <= phase[N-2] ? ~(phase[N-3:N-8]-1'b1) : phase[N-3:N-8];
  if (phase[N-2] & ~|phase[N-3:N-8]) begin
    sin_out <= phase[N-1] ? 16'b10000000_00000001 : 16'b01111111_11111111;
  end else begin
    sin_out <= phase[N-1] ? (~sin_lut_val+1'b1) : sin_lut_val;    
  end
  case(sin_lut_sel)
    6'h00 : sin_lut_val <= 16'h0000;
    6'h01 : sin_lut_val <= 16'h0324;
    6'h02 : sin_lut_val <= 16'h0648;
    6'h03 : sin_lut_val <= 16'h096A;
    6'h04 : sin_lut_val <= 16'h0C8C;
    6'h05 : sin_lut_val <= 16'h0FAB;
    6'h06 : sin_lut_val <= 16'h12C8;
    6'h07 : sin_lut_val <= 16'h15E2;
    6'h08 : sin_lut_val <= 16'h18F9;
    6'h09 : sin_lut_val <= 16'h1C0B;
    6'h0A : sin_lut_val <= 16'h1F1A;
    6'h0B : sin_lut_val <= 16'h2223;
    6'h0C : sin_lut_val <= 16'h2528;
    6'h0D : sin_lut_val <= 16'h2826;
    6'h0E : sin_lut_val <= 16'h2B1F;
    6'h0F : sin_lut_val <= 16'h2E11;
    6'h10 : sin_lut_val <= 16'h30FB;
    6'h11 : sin_lut_val <= 16'h33DF;
    6'h12 : sin_lut_val <= 16'h36BA;
    6'h13 : sin_lut_val <= 16'h398C;
    6'h14 : sin_lut_val <= 16'h3C56;
    6'h15 : sin_lut_val <= 16'h3F17;
    6'h16 : sin_lut_val <= 16'h41CE;
    6'h17 : sin_lut_val <= 16'h447A;
    6'h18 : sin_lut_val <= 16'h471C;
    6'h19 : sin_lut_val <= 16'h49B4;
    6'h1A : sin_lut_val <= 16'h4C3F;
    6'h1B : sin_lut_val <= 16'h4EBF;
    6'h1C : sin_lut_val <= 16'h5133;
    6'h1D : sin_lut_val <= 16'h539B;
    6'h1E : sin_lut_val <= 16'h55F5;
    6'h1F : sin_lut_val <= 16'h5842;
    6'h20 : sin_lut_val <= 16'h5A82;
    6'h21 : sin_lut_val <= 16'h5CB3;
    6'h22 : sin_lut_val <= 16'h5ED7;
    6'h23 : sin_lut_val <= 16'h60EB;
    6'h24 : sin_lut_val <= 16'h62F1;
    6'h25 : sin_lut_val <= 16'h64E8;
    6'h26 : sin_lut_val <= 16'h66CF;
    6'h27 : sin_lut_val <= 16'h68A6;
    6'h28 : sin_lut_val <= 16'h6A6D;
    6'h29 : sin_lut_val <= 16'h6C23;
    6'h2A : sin_lut_val <= 16'h6DC9;
    6'h2B : sin_lut_val <= 16'h6F5E;
    6'h2C : sin_lut_val <= 16'h70E2;
    6'h2D : sin_lut_val <= 16'h7254;
    6'h2E : sin_lut_val <= 16'h73B5;
    6'h2F : sin_lut_val <= 16'h7504;
    6'h30 : sin_lut_val <= 16'h7641;
    6'h31 : sin_lut_val <= 16'h776B;
    6'h32 : sin_lut_val <= 16'h7884;
    6'h33 : sin_lut_val <= 16'h7989;
    6'h34 : sin_lut_val <= 16'h7A7C;
    6'h35 : sin_lut_val <= 16'h7B5C;
    6'h36 : sin_lut_val <= 16'h7C29;
    6'h37 : sin_lut_val <= 16'h7CE3;
    6'h38 : sin_lut_val <= 16'h7D89;
    6'h39 : sin_lut_val <= 16'h7E1D;
    6'h3A : sin_lut_val <= 16'h7E9C;
    6'h3B : sin_lut_val <= 16'h7F09;
    6'h3C : sin_lut_val <= 16'h7F61;
    6'h3D : sin_lut_val <= 16'h7FA6;
    6'h3E : sin_lut_val <= 16'h7FD8;
    6'h3F : sin_lut_val <= 16'h7FF5;
  endcase
end
endmodule
module WaveGenerator #(N = 32, M = 16)(
  input clk,
  input rst,
  input chirp_reverse,             
  input [7:0] chirp_delay,         
  input [N-1:0] chirp_min_ctrl,    
  input [N-1:0] chirp_max_ctrl,    
  input [N-1:0] chirp_inc_rate,    
  input [N-1:0] chirp_div_rate,    
  output reg [M-1:0] waveform,    
);
reg nco_reset;
reg [N-1:0] nco_ctrl;
wire chirp_nco_reset;
wire [N-1:0] chirp_nco_ctrl;
wire [15:0] sin_out;
always @(posedge clk) begin
  nco_ctrl <= chirp_nco_ctrl;
  nco_reset <= chirp_nco_reset;
  waveform <= sin_out;
end
NCO #(.N(N)) NCO0 (
  .clk     ( clk       ),  
  .rst     ( nco_reset ),  
  .ctrl    ( nco_ctrl  ),  
  .sin_out ( sin_out   )  
);
Chirp #(.N(N)) Chirp0 (
  .clk       ( clk             ),  
  .rst       ( rst             ),  
  .delay     ( chirp_delay     ),  
  .reverse   ( chirp_reverse   ),  
  .min_ctrl  ( chirp_min_ctrl  ),  
  .max_ctrl  ( chirp_max_ctrl  ),  
  .inc_rate  ( chirp_inc_rate  ),  
  .div_rate  ( chirp_div_rate  ),  
  .nco_reset ( chirp_nco_reset ),  
  .nco_ctrl  ( chirp_nco_ctrl  )   
);
endmodule
$ cat constraint.sdc
current_design WaveGenerator

set clk_period 10.1
set clk_io_pct 0.2

create_clock -name clk0 -period $clk_period [get_ports {clk}]

set non_clock_inputs [all_inputs -no_clocks]
set_input_delay [expr $clk_period * $clk_io_pct] -clock clk0 $non_clock_inputs
set_output_delay [expr $clk_period * $clk_io_pct] -clock clk0 [all_outputs]
$ cat config.mk
export PLATFORM = sky130hd
export DESIGN_NAME = WaveGenerator
export DESIGN_NICKNAME = WaveGenerator
export VERILOG_FILES = /design/flow/design.v
export SDC_FILE = /design/flow/constraint.sdc
export NUM_CORES = 4
export LEC_CHECK = 1
export CORE_UTILIZATION = 30
==> out/summary.json <==
{
  "critical-path-slowest-cell": {"value": "sky130_fd_sc_hd__nor4_1"},
  "worst_ir_drop_vdd": {"value": 0.0970, "unit": "mV"},
  "finalCritPeriodShare": {"value": 66.4, "unit": "%"},
  "congestion_overflow_gr": {"value": 0},
  "holdCritPathClass": {"value": "register to register"},
  "dpl.cell_count": {"value": 2372},
  "floorplan.initialDensity": {"value": 30.4, "unit": "%"},
  "final_cell_count_no_fill": {"value": 2405},
  "clock.fmax": {"value": 149, "unit": "MHz"},
  "critical_path.max_fanout": {"value": 66},
  "critical_path_required": {"value": 10410, "unit": "ps"},
  "busiest_layer": {"value": "met1"},
  "drt_pass_1_iters": {"value": 5},
  "synthTopCellsByCount": {"value": "sky130_fd_sc_hd__nor2_1 (163), sky130_fd_sc_hd__ha_1 (155), sky130_fd_sc_hd__dfxtp_1 (154)"},
  "critical_path.reg2reg.endpoint": {"value": "waveform[13]$_DFF_P_"},
  "r2r_cells": {"value": 18},
  "row_count": {"value": 77},
  "run_status": {"value": "finished clean"},
  "ctsHtreeMaxLevel": {"value": 4},
  "max-clock-path-buffers": {"value": 2},
  "vias_per_cell": {"value": 5.15},
  "place_hpwl": {"value": 27700, "unit": "µm"},
  "maxCapViolations": {"value": 0},
  "yosys.stat.seqShare": {"value": 22.9, "unit": "%"},
  "synth.most_common_cell": {"value": "sky130_fd_sc_hd__nor2_1"},
  "share_of_post_route_cells_with_drive_strength_above_1": {"value": 4.75, "unit": "%"},
  "cts-hold-fix-buffers": {"value": 0},
  "post-route-cell-area": {"value": 0.0161, "unit": "mm²"},
  "fp.coreArea": {"value": 0.0442, "unit": "mm²"},
  "post-route-drc-count": {"value": 0},
  "top_level_ports": {"value": 155},
  "finalSetupViolations": {"value": 0},
  "met2_usage": {"value": 24.2, "unit": "%"},
  "globalRouteMet1Util": {"value": 25.6, "unit": "%"},
  "holdWs": {"value": 332, "unit": "ps"},
  "synth.yosys.num_cells": {"value": 1686},
  "worst_setup_path_start_kind": {"value": "input pin"},
  "yosysTopAreaCell": {"value": "sky130_fd_sc_hd__dfxtp_1"},
  "final_util": {"value": 36.4, "unit": "%"},
  "number_of_flops_mapped_to_enable_cells_by_yosys": {"value": 0},
  "io_buffers": {"value": 154},
  "worst_slew_margin_rel": {"value": 44.7, "unit": "%"},
  "openroad.warnings": {"value": 38},
  "netlist.area_leader.share": {"value": 22.9, "unit": "%"},
  "first_global_vias": {"value": 11200},
  "rsz0062_at_grt": {"value": "no"},
  "worst-path-buf-inv": {"value": 4},
  "routed_wl": {"value": 35900, "unit": "µm"},
  "ys.flop_type": {"value": "sky130_fd_sc_hd__dfxtp_1"},
  "postSynthRegisterBits": {"value": 154},
  "grt_max_degree": {"value": 67},
  "clkLatencyLatePin": {"value": 440, "unit": "ps"},
  "min-delay-start": {"value": "Chirp0.nco_reset$_SDFF_PP1_"},
  "timing_worst_setup_path_type": {"value": "input pin to register"},
  "die_h": {"value": 214, "unit": "µm"},
  "crit_chain": {"value": "buf_4 -> buf_4 -> mux2i_1 -> ha_1 -> nand4_1 -> nor4_1 -> o311a_1 -> o311ai_0 -> nand2_2 -> buf_4 -> nand2_1 -> nand2_1 -> buf_4 -> nor2_1"},
  "critPathMostFrequentCell": {"value": "sky130_fd_sc_hd__buf_4"},
  "vias": {"value": 12400},
  "timing.final.crit_period": {"value": 6710, "unit": "ps"},
  "p_per_area": {"value": 165, "unit": "mW/mm²"},
  "area_leaders": {"value": "sky130_fd_sc_hd__dfxtp_1 (23%), sky130_fd_sc_hd__ha_1 (14%), sky130_fd_sc_hd__mux2i_1 (5.0%), sky130_fd_sc_hd__xnor2_1 (4.9%), sky130_fd_sc_hd__nor2_1 (4.5%)"},
  "yosysChipArea": {"value": 0.0135, "unit": "mm²"},
  "power.static_leakage": {"value": 6.72, "unit": "nW"},
  "grt_pass1_wl": {"value": 58400, "unit": "µm"},
  "gr-usage-met3": {"value": 1.41, "unit": "%"},
  "worst_path_largest_cell_delay": {"value": 760, "unit": "ps"},
  "die_area": {"value": 0.0457, "unit": "mm²"},
  "syn-cell-area": {"value": 0.0135, "unit": "mm²"},
  "worst_r2r_startpoint": {"value": "NCO0.phase[24]$_SDFF_PP0_"},
  "tns": {"value": 0, "unit": "ps"},
  "tritoncts": {"value": "built"},
  "hold_end": {"value": "nco_reset$_DFF_P_"},
  "timing_hold_violations_final": {"value": 0},
  "routabilityCongestion": {"value": 0.936},
  "place_area": {"value": 0.0155, "unit": "mm²"},
  "cts_num_sinks": {"value": 154},
  "number_of_antenna_violations_at_the_first_check_in_global_routing": {"value": 0},
  "clock-root-buffer": {"value": "sky130_fd_sc_hd__clkbuf_16"},
  "post_cts_resized": {"value": 0},
  "cts_setup_buffers": {"value": 0},
  "wl_per_cell": {"value": 14.9, "unit": "µm"},
  "finalMaxSlewViolations": {"value": 0},
  "groute.usage.overall": {"value": 16.1, "unit": "%"},
  "synthArstFlopShare": {"value": 0, "unit": "%"},
  "drt_iter0_markers": {"value": 878},
  "worst_tran_pin_value": {"value": 822, "unit": "ps"},
  "yosysUniqueCellTypes": {"value": 86},
  "drtAntennaViolNets": {"value": 0},
  "worst_path_dominant_cell_family": {"value": "simple AND/OR/NAND/NOR gates"},
  "areaGrowthSynthToFinish": {"value": 19.6, "unit": "%"},
  "hold-path-cell-count": {"value": 0},
  "number_of_cts_inserted_buffers": {"value": 17},
  "cp_data_arrival_time": {"value": 7020, "unit": "ps"},
  "postSynthCellCount": {"value": 1686},
  "fin_worst_skew": {"value": 8.99, "unit": "ps"},
  "critical_path.endpoint_type": {"value": "register"},
  "clk_transition_reported_paths": {"value": 70, "unit": "ps"},
  "mean_post_synth_cell_area": {"value": 7.98, "unit": "µm²"},
  "synthesis.yosys.warnings": {"value": 3},
  "slack_of_the_worst_reg_to_reg_path": {"value": 4380, "unit": "ps"},
  "die_w": {"value": 214, "unit": "µm"}
}
## worst register-to-register path: cells and delay by family, from the launching register on
family	cells	cell delay, ps
buf+inv	4	1180
xor+xnor	1	180
fa+ha+maj	3	1150
compound gates	6	1830
flops	1	310
simple gates	4	1010
## stage by stage
step           power (W)  setup WS, ps
2_1_floorplan    0.00169          3950
3_3_place_gp     0.00202          3140
3_5_place_dp     0.00203          2980
4_1_cts          0.00268          3450
5_1_grt          0.00287          2990
6_report         0.00266          3390
## routing by layer
layer  wire [µm]  vias up
met4         610        0
met2       15000      324
li1            -     6431
met1       18600     5591
met3        1630       37
met5           0        -
## registers in the layout (all words and copies together) (netlist names)
register,flops
nco_ctrl,32
waveform,16
Chirp0.nco_ctrl,32
Chirp0.nco_reset,1
NCO0.phase,32
nco_reset,1
Chirp0.delay_count,8
Chirp0.rate_count,32
## layout by cell type (no fill, tap or decap), types with 9 or more instances in the layout
master / netlist / routed
sky130_fd_sc_hd__nor2_1: 163 / 163
sky130_fd_sc_hd__ha_1: 155 / 155
sky130_fd_sc_hd__dfxtp_1: 154 / 154
sky130_fd_sc_hd__clkdlybuf4s50_1: 0 / 153
sky130_fd_sc_hd__nand2_1: 116 / 115
sky130_fd_sc_hd__a21oi_1: 109 / 109
sky130_fd_sc_hd__inv_1: 90 / 90
sky130_fd_sc_hd__a211oi_1: 77 / 77
sky130_fd_sc_hd__xnor2_1: 76 / 75
sky130_fd_sc_hd__o21ai_0: 68 / 68
sky130_fd_sc_hd__mux2i_1: 67 / 67
sky130_fd_sc_hd__nand3_1: 51 / 51
sky130_fd_sc_hd__nor3_1: 49 / 49
sky130_fd_sc_hd__a21o_1: 44 / 44
sky130_fd_sc_hd__nor2b_1: 40 / 40
sky130_fd_sc_hd__xor2_1: 40 / 40
sky130_fd_sc_hd__a31oi_1: 24 / 24
sky130_fd_sc_hd__and3_1: 18 / 18
sky130_fd_sc_hd__nand4_1: 18 / 18
sky130_fd_sc_hd__buf_4: 7 / 18
sky130_fd_sc_hd__clkbuf_16: 0 / 17
sky130_fd_sc_hd__o21a_1: 15 / 15
sky130_fd_sc_hd__o211ai_1: 14 / 14
sky130_fd_sc_hd__and2_1: 13 / 13
sky130_fd_sc_hd__nor4_1: 13 / 13
sky130_fd_sc_hd__nand2b_1: 12 / 12
sky130_fd_sc_hd__or3_1: 11 / 11
sky130_fd_sc_hd__a211o_1: 10 / 10
sky130_fd_sc_hd__a311oi_1: 9 / 9
sky130_fd_sc_hd__o31ai_1: 9 / 9
## cells by family (layout without fill, tap and decap cells)
kind of cell    count (synthesis)  count (layout)  synth area share (%)
simple gates                  537             537                  19.3
compound gates                477             477                  24.4
buf+inv                       171             297                  5.42
fa+ha+maj                     157             157                  14.7
flops                         154             154                  22.9
xor+xnor                      118             118                  7.79
mux                            72              72                  5.40
other cells                     0               1                     0
## where the power goes
part | internal [W] | switching [W]
logic | 0.000557 | 0.000713
registers | 0.000701 | 0.0000604
clock network | 0.000348 | 0.000283
total | 0.00161 | 0.00106
## final cells by class
type	count	area [µm²]
Fill cell	4376	28100
Multi-Input combinational cell	1361	9670
Sequential cell	154	3080
Timing Repair Buffer	171	1670
Tap cell	592	741
Clock buffer	17	425
Inverter	94	353
Clock inverter	15	158
Antenna cell	1	2.50
## how the worst max path moves through the flow
stage	startpoint	end	slack [ps]	cells after the start
after CTS	chirp_reverse	Chirp0.rate_count[10]$_SDFF_PP0_	3450	14
after global routing	chirp_reverse	Chirp0.rate_count[4]$_SDFF_PP0_	2990	14
final	chirp_reverse	Chirp0.rate_count[5]$_SDFF_PP0_	3390	14
Power and IR drop assume default switching activity.
